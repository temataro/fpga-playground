### /design/flow/config.mk
export PLATFORM = sky130hd
export DESIGN_NAME = blink
export DESIGN_NICKNAME = blink
export VERILOG_FILES = /design/flow/design.v
export SDC_FILE = /design/flow/constraint.sdc
export NUM_CORES = 4
export LEC_CHECK = 1
export CORE_AREA = 10 10 108 108
export DIE_AREA = 0 0 118 118
### /design/flow/constraint.sdc
current_design blink

set clk_period 3.7
set clk_io_pct 0.2

create_clock -name clk0 -period $clk_period [get_ports {clk}]

set non_clock_inputs [all_inputs -no_clocks]
set_input_delay [expr $clk_period * $clk_io_pct] -clock clk0 $non_clock_inputs
set_output_delay [expr $clk_period * $clk_io_pct] -clock clk0 [all_outputs]
### /design/flow/design.v
module blink (
input clk,
output LED1,
output LED2,
output LED3,
output LED4
);
  localparam bits = 4;
  localparam delay = 22;
  reg[bits + delay-1 : 0] counter = 0;
  reg[bits        -1 : 0]     out = 0;
  always @(posedge clk) begin
    counter <= counter + 1;
    out <= counter >> delay;
  end
  assign {LED1, LED2, LED3, LED4} = out;
endmodule
### /design/flow/run.sh
#!/bin/bash
# OpenROAD 26Q1-2900-gdf79404cd8, Yosys 0.63+post, stock flow scripts
make -C /OpenROAD-flow-scripts/flow DESIGN_CONFIG=/design/flow/config.mk WORK_HOME=/design/flow/orfs finish
==> flow_summary.toml <==
# implementation run metrics
[global_route]
grt_max_degree = 11
grt_overflow = 0
antenna_found_initial = 0
grt_util_all_layers_pct = 2.33
grt_pass1_vias = 672
grt_pass1_wl_um = 2840

[synthesis]
edf_count = 0
yosys.area.top_type_share_pct = 54.9
syn_area_per_cell_um2 = 10.9
ys_seq_share_pct = 54.9
yosysUniqueCellTypes = 19
yosysWarnings = 1
synthFlopType = "dfxtp_1"
synth_flops = 30
topCellsByArea = "dfxtp_1, xnor2_1, xor2_1, nand4_1, nand3_1"
yosysTopAreaCell = "dfxtp_1"
ys_async_sr_fraction_pct = 0
yosys-stat-cells = 100
yosys_area_um2 = 1090
postSynthCellCount = 100
syn-cell-area_um2 = 1090

[placement]
globalplace.congestion = 0.747
hpwl_um = 1110
postPlaceCellArea_um2 = 1290
port_buffers = 4

[cts]
cts_setup_buffers = 0
htreeDepth = 2
cts_hold_buf = 0
cts_tree = "built"
cts_sinks = 30
clkLatencyLatePin_ns = 0.28
clk_path_buf_depth = 2
post_cts_resized = 0
root_buffer = "clkbuf_8"
path_clk_slew_ns = 0.06
cts_made_buffers = 5

[final_timing]
setup_tns_ns = 0
skew_ns = 0.00497
fin_crit_sh_pct = 47.9
rsz0062_at_grt = "no"
hold_violations = 0
max_freq_mhz = 564
period_needed_ns = 1.77
report.final.slew_viol_count = 0
slew_headroom_pct = 73.1
tightest_slew_ns = 0.401
setup-violations-final = 0

[floorplan]
die_width_um = 118
fp_util_pct = 11.8
core.rowCount = 35
core_region_area_um2 = 9280
die_area_um2 = 13900
die-height_um = 118
num_io_pins = 5

[routing]
antenna_cells_inserted = 0
via_count = 689
wire_per_inst_um = 6.66
drtIter0Drc = 19
vias_per_cell = 2.87
wl_um = 1600
ant_nets = 0
drc_errors = 0
firstDrtPassIters = 2

[final_layout]
stdcell_area_um2 = 1390
syn_to_final_growth_pct = 26.7
drive_gt1_share_pct = 11.7

[hold_path]
worstHoldPathType = "register to register"

[pwr]
powerDensity_nw_per_um2 = 427
peakVddDrop_v = 0.000125
p_leak_nw = 0.462

[critical_path]
crit_fanout = 1
end_kind = "output port"
crit_buf_inv = 1
critPathLaunchType = "register"
crit_required_ns = 2.96
critical_path_class = "register to output port"
worstPathCellList = "clkdlybuf4s50_1"
crit_arrival_ns = 1.03
slowest_stage = "clkdlybuf4s50_1"
timing.critical_path.slowest_cell_delay_ns = 0.45
crit_family = "buffers and inverters"

[status]
status = "finished clean"

[job]
log.warning_count = 25
drv_cap = 0
## flip-flops by register name, summed over array words and instances, names as in the netlist
register and count:
out 4, counter 26
## cell type report
type	instances	area (um^2)
timing repair buffer	4	40.0
multi-input combinational	66	477
tap	129	161
fill	1055	7900
sequential	30	601
clock buffer	6	82.6
inverter	3	11.3
clock inverter	2	12.5
## metrics by stage
step                hold WS, ns  worst slack (ns)  instances  total power [W]  utilization, %
floorplan                 0.350              2.22        100         0.000330               -
global placement          0.356              2.15        232         0.000330            13.9
detailed placement        0.358              2.11        232         0.000330            13.9
CTS                       0.368              1.91        240         0.000600            14.9
global route              0.381              1.86        240         0.000614            14.9
finish                    0.366              1.93        240         0.000591            14.9
## power by group
group | switching (W) | leakage, nW | internal (W) | total (W)
combinational | 0 | 0.174 | 0 | 0.000000000174
sequential | 0 | 0.241 | 0.000323 | 0.000323
clock | 0.000119 | 0.0472 | 0.000149 | 0.000268
total | 0.000119 | 0.462 | 0.000472 | 0.000591
## cell families after synthesis
| family | after synthesis | share of synthesized area, % |
|---|---|---|
| xor gates and xnor gates | 24 | 19.2 |
| buffers and inverters | 4 | 1.49 |
| DFF | 30 | 54.9 |
| and+or+nand+nor | 41 | 23.2 |
| adders and majority gates | 1 | 1.14 |
## worst paths after layout
| path | from | end | slack [ns] | cells past startpoint |
|---|---|---|---|---|
| hold / removal | counter[25]$_DFF_P_ | out[3]$_DFF_P_ | 0.37 | 0 |
| setup reg to reg | counter[0]$_DFF_P_ | counter[10]$_DFF_P_ | 2.11 | 5 |
| hold reg to reg | counter[25]$_DFF_P_ | out[3]$_DFF_P_ | 0.37 | 0 |
| setup / recovery | out[3]$_DFF_P_ | LED1 | 1.93 | 1 |
## placed cells by master (no fill, tap or decap), types with 4 or more instances in the layout
cell type	n
dfxtp_1	30
xnor2_1	17
nand2_1	8
nand4_1	7
nand3_1	7
xor2_1	7
clkbuf_8	6
nor2_1	5
clkdlybuf4s50_1	4
## routing by layer
metal / global-route usage (%) / routed length [um]
met1: 2.72 / 774
met2: 3.50 / 669
met3: 1.46 / 125
met4: 0.618 / 29
met5: 0 / 0
## synth_stat cells, drive strengths merged, types with 2 or more instances
cell / n
xnor2: 17
or2: 2
nor3: 3
nand2: 8
and3: 3
inv: 3
nand3: 7
dfxtp: 30
xor2: 7
nand4: 8
nor2: 5
Power figures rest on the tool's default switching activity, not on a simulated workload.
