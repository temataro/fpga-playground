## flow/run.sh

```bash
#!/bin/bash
# OpenROAD 26Q1-2900-gdf79404cd8, Yosys 0.63+post, stock flow scripts
make -C /OpenROAD-flow-scripts/flow DESIGN_CONFIG=/design/flow/config.mk WORK_HOME=/design/flow/orfs finish
```

## flow/config.mk

```make
export PLATFORM = sky130hd
export DESIGN_NAME = ff
export DESIGN_NICKNAME = ff
export VERILOG_FILES = /design/flow/design.v
export SDC_FILE = /design/flow/constraint.sdc
export NUM_CORES = 4
export LEC_CHECK = 1
export CORE_AREA = 10 10 95 95
export DIE_AREA = 0 0 105 105
```

## flow/constraint.sdc

```tcl
current_design ff

set clk_period 5.5
set clk_io_pct 0.2

create_clock -name clk0 -period $clk_period [get_ports {clk}]

set non_clock_inputs [all_inputs -no_clocks]
set_input_delay [expr $clk_period * $clk_io_pct] -clock clk0 $non_clock_inputs
set_output_delay [expr $clk_period * $clk_io_pct] -clock clk0 [all_outputs]
```

## flow/design.v

```verilog
`default_nettype wire
module ff(
  input wire D,
  input wire clk,
  input wire rst_n,
  output wire Q,
  output wire Q_bar,
  output wire clk_out
);
  localparam bits   = 32;
  localparam delay  = 25;
  reg [bits - 1 : 0] cntr = 0;
  wire clk_1hz = cntr[delay];
  reg r_Q = 0;
  reg r_clk_out = 0;
  assign Q = r_Q;   
  assign Q_bar = !Q;
  assign clk_out = r_clk_out;
  always @ (posedge clk) begin
    if (rst_n)   
    begin
      cntr <= 0;
    end
    else
    begin
      cntr <= cntr + 1;
    end
  end
  always @ (posedge clk_1hz) begin
    r_Q <= D;
    r_clk_out <= !r_clk_out;
  end
endmodule
```

==> impl_metrics.env <==
# yosys + openroad results
export IMPL_status="finished clean"
export IMPL_setup_viol=0
export IMPL_rr_worst_depth=5
export IMPL_hold_path_class="reg -> reg"
export IMPL_leakagePower_uw=0.0004353
export IMPL_cts_buffer_depth=2
export IMPL_hold_buffers=0
export IMPL_cts_tree="built"
export IMPL_maxCapViolations=0
export IMPL_cp_data_arrival_time_ps=2090
export IMPL_ys_chip_area_um2=1211
export IMPL_clock_latency_ps=270
export IMPL_crit_path_end_kind="flop"
export IMPL_unclocked_regs=2
export IMPL_untimed_endpoints=5
export IMPL_ir_drop_uv=197.4
export IMPL_r2r_setup_slack_ps=3610
export IMPL_final_cell_mix="dfxtp_1, nor2_1, a21oi_1"
export IMPL_rsz0062_at_grt="no"
export IMPL_synthDistinctLibCells=26
export IMPL_period_used_pct=34.36
export IMPL_coreArea_um2=6907
export IMPL_worst_slack_ps=3610
export IMPL_track_usage_pct=3.882
export IMPL_final_antenna_net_count=0
export IMPL_crit_path_max_fanout=6
export IMPL_top_area_cell="dfxtp_1"
export IMPL_clock_skew_final_ps=6.760
export IMPL_p_per_area_nw_per_um2=226.1
export IMPL_top_area_share_pct=46.28
export IMPL_finalSetupTns_ps=0
export IMPL_syn_area_per_cell_um2=9.039
export IMPL_grt_max_degree=27
export IMPL_fin_crit_ps=1890
export IMPL_die_area_um2=11030
export IMPL_cts_buffers=3
export IMPL_drtIter0Drc=24
export IMPL_die_w_um=105
export IMPL_max_freq_mhz=529.1
export IMPL_path_clk_slew_ps=90
export IMPL_antenna_found_initial=0
export IMPL_worstMarginPinSlew_ps=332.9
export IMPL_routed_via_count=933
export IMPL_ys_cells=134
export IMPL_fin_util_pct=20.51
export IMPL_routed_via_density=3.970
export IMPL_post_cts_buffers=0
export IMPL_dieHeight_um=105
export IMPL_crit_type="reg -> reg"
export IMPL_gp_congestion=0.7596
export IMPL_dp_final_hpwl_mm=1.376
export IMPL_grt_overflow_total=0
export IMPL_place_ws_ps=3458
export IMPL_htreeDepth=1
export IMPL_rows=30
export IMPL_area_leaders="dfxtp_1, xor2_1, nor2_1"
export IMPL_numSynthFlops=28
export IMPL_grt_pass1_vias=861
export IMPL_setup_worst_path_start_class="flop"
export IMPL_fp_util_pct=17.54
export IMPL_num_antenna_cells=0
export IMPL_routed_wl_mm=2.046
export IMPL_max_slew_margin_rel_pct=77.60
export IMPL_tool_warnings=25
export IMPL_netlist_instances=134
export IMPL_ios=6
export IMPL_portBuffers=5
export IMPL_worst_ep_required_time_ps=5700
export IMPL_drive_gt1_share_pct=7.914
export IMPL_dr_pass1_iters=4
export IMPL_wl_per_cell_um=8.706
export IMPL_ys_warnings_count=1
export IMPL_finalHoldViolCount=0
export IMPL_syn_area_um2=1211
export IMPL_maxSlewViolCount=0
export IMPL_holdPathStages=1
export IMPL_grt_pass1_wl_mm=3.850
export IMPL_root_buffer="clkbuf_8"
export IMPL_drc=0
export IMPL_cts_resized_gates=0
export IMPL_layout_top_cell="dfxtp_1"
export IMPL_syn_to_final_growth_pct=16.94
export IMPL_ys_seq_share_pct=46.28
==> Yosys cell counts, drive strengths merged <==
cell type   n
nor2b       1
and4        5
nor4        3
nor2       15
or3         6
nand4       8
nand2       9
or2         1
dfxtp      28
inv         3
a21oi      10
or4         5
nand3       8
buf         2
o21ai       5
xor2        8
clkbuf      3
xnor2       6
o31ai       5
nor3        2
ha          1
==> metal layers <==
metal	wire length, um	share of wire, %	global-route usage [%]
met5	0	0	0
met4	29	1.4	0.3922
met3	65	3.2	0.9317
met2	791	39	5.605
met1	1160	57	5.882
==> worst paths after layout <==
check | from | to
worst max register to register | cntr[0] | cntr[24]
worst min register to register | cntr[0] | cntr[0]
worst max-delay path | cntr[0] | cntr[24]
worst min-delay path | cntr[0] | cntr[0]
==> kinds of logic (layout without fill, tap and decap cells) <==
logic type	after synthesis	count (layout)	share of synthesized area [%]
flip-flops	28	28	46.28
AND-OR/OR-AND	20	20	9.298
buffers and inverters	8	13	3.202
XOR/XNOR	14	14	10.12
adder cells (fa/ha/maj)	1	1	1.033
AND/OR/NAND/NOR	63	63	30.06
==> where the power goes <==
| group | internal, uW | leakage, uW | switching (uW) | total [uW] |
|---|---|---|---|---|
| logic | 3.54 | 0.000180 | 4.51 | 8.05 |
| registers | 190 | 0.000227 | 1.96 | 192 |
| clock network | 63.9 | 0.0000288 | 56.4 | 120 |
| total | 257 | 0.000435 | 62.8 | 320 |
==> through the flow <==
stage | hold slack, ps | cells | power [uW] | instance area [um^2]
2_1_floorplan | 429.7 | 134 | 201.5 | 1211
3_3_place_gp | 446.2 | 231 | 204.5 | 1361
3_5_place_dp | 452.2 | 231 | 204.6 | 1361
4_1_cts | 471.6 | 235 | 325.9 | 1416
5_1_grt | 514.1 | 235 | 336.4 | 1416
6_report | 465.1 | 235 | 320.2 | 1416
==> cell type report <==
cell class	count	area (um^2)
tap	96	120.1
inverter	3	11.26
clock buffer	4	55.05
fill	760	5490
multi-input combinational	98	611.8
sequential	28	560.5
timing repair buffer	6	57.56
==> critical path, stage by stage, from the launching register on <==
cell and delay [ps]:
dfxtp_1 380, ha_1 240, and4_1 370, nand2_1 180, or4_1 520, a21oi_1 150
==> sequential cells by signal (all words and copies together), names as in the netlist <==
register / flops
r_clk_out: 1
cntr: 26
r_Q: 1
Power and IR drop assume default switching activity.
